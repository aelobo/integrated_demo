$ cat design/flow/config.mk
export PLATFORM = sky130hd
export DESIGN_NAME = Hexadecimal_To_Seven_Segment
export DESIGN_NICKNAME = Hexadecimal_To_Seven_Segment
export VERILOG_FILES = /design/flow/design.v
export SDC_FILE = /design/flow/constraint.sdc
export NUM_CORES = 4
export LEC_CHECK = 1
export CORE_AREA = 10 10 70 70
export DIE_AREA = 0 0 80 80
$ cat design/flow/constraint.sdc
current_design Hexadecimal_To_Seven_Segment

set clk_period 1.7
set clk_io_pct 0.2

create_clock -name clk0 -period $clk_period

set non_clock_inputs [all_inputs -no_clocks]
set_input_delay [expr $clk_period * $clk_io_pct] -clock clk0 $non_clock_inputs
set_output_delay [expr $clk_period * $clk_io_pct] -clock clk0 [all_outputs]
$ cat design/flow/design.v
`default_nettype none
module Hexadecimal_To_Seven_Segment (
	hex_number,
	seven_seg_display
);
input		[3:0]	hex_number;
output		[6:0]	seven_seg_display;
assign seven_seg_display =
    ({7{(hex_number == 4'h0)}} & 7'b1000000) |
    ({7{(hex_number == 4'h1)}} & 7'b1111001) |
    ({7{(hex_number == 4'h2)}} & 7'b0100100) |
    ({7{(hex_number == 4'h3)}} & 7'b0110000) |
    ({7{(hex_number == 4'h4)}} & 7'b0011001) |
    ({7{(hex_number == 4'h5)}} & 7'b0010010) |
    ({7{(hex_number == 4'h6)}} & 7'b0000010) |
    ({7{(hex_number == 4'h7)}} & 7'b1111000) |
    ({7{(hex_number == 4'h8)}} & 7'b0000000) |
    ({7{(hex_number == 4'h9)}} & 7'b0010000) |
    ({7{(hex_number == 4'hA)}} & 7'b0001000) |
    ({7{(hex_number == 4'hB)}} & 7'b0000011) |
    ({7{(hex_number == 4'hC)}} & 7'b1000110) |
    ({7{(hex_number == 4'hD)}} & 7'b0100001) |
    ({7{(hex_number == 4'hE)}} & 7'b0000110) |
    ({7{(hex_number == 4'hF)}} & 7'b0001110); 
endmodule
$ cat design/flow/run.sh
#!/bin/bash
# OpenROAD 26Q1-2900-gdf79404cd8, Yosys 0.63+post, stock flow scripts
make -C /OpenROAD-flow-scripts/flow DESIGN_CONFIG=/design/flow/config.mk WORK_HOME=/design/flow/orfs finish
==> COMMIT_EDITMSG <==
Store results of the implementation flow

- Outcome: complete, no violations
* Non-filler instance count after layout: 92
- Hold-critical path endpoint: seven_seg_display[5]
* Maximum fanout count along the critical path: 7
- Grt met3 use: 0.682%
* Global routing usage on met2: 4.57%
- Relative slew margins: 79.8%
- The first detailed-routing pass took 2 iterations.
* Number of logged tool warnings: 32
- Internal power consumption: 0.0542 mW
- Number of standard cells after synthesis: 28
- Cell area after technology mapping: 191 sq um
- Placeable Area: 0.00342 sq mm
- The worst setup path is launched from an input port.
- The number of maximum-capacitance violations recorded for the run is 0.
- Synth Seq Share: 0%
- The routed design ends up with an antenna cell count of 0.
- Count of unresolved DRC violations after routing: 0
* Count of endpoints failing setup in the final report: 0
- At the placement stage, the worst setup path has a slack of -0.722 ns.
- The final weighted congestion recorded by global placement is 0.660.
- Sequential share of power: 0%
- By startpoint and endpoint, the worst setup path is classified as input port to primary output.
- Via-per-instance ratio: 2.80
- Cell with the biggest individual delay on the critical path: sky130_fd_sc_hd__clkdlybuf4s50_1
- Transition at the pin with the smallest max-transition slack: 0.298 ns
* RSZ-0062 raised after global routing: false
* Count of buffering cells on the critical path with inverters included: 4
- Most used routing layer: met2
* Quantity of I/O buffers inserted on ports: 11
- Slack of the critical path: 0.0761 ns
- Share of layout cells above drive strength 1: 47.8%
* Syn Area/Cell: 6.84 sq um
* Final critical delay including setup and external delays: 1.62 ns
- Global routing finished with a remaining overflow of 0.
- Maximum number of pins on one net before global-route repair: 11
* Top Layout Cells: 10 x sky130_fd_sc_hd__buf_4, 6 x sky130_fd_sc_hd__dlygate4sd2_1, 3 x sky130_fd_sc_hd__nand2_1, 3 x sky130_fd_sc_hd__buf_6
* Launch point of the worst hold path: hex_number[1]
- Number of top-level pins: 11
- Initial antenna violation count: 0
* Net switching power figure: 0.0351 mW
- Global-route wire length before repair: 1.19 mm
- Summed over all nets, the half-perimeter wirelength after detailed placement is 640 um.
- Type of the most critical hold path: input port to primary output
- Combinational logic is responsible for 100.0% of the overall power.
- Number of global-route vias before repair: 261
- YS warnings: 0
* Commonest Layout Cell: sky130_fd_sc_hd__buf_4
- Routed wire length: 735 um
* WL/cell: 7.99 um
- At the floorplan stage, the core utilization is reported as 5.60%.
* Number of vias in the routed layout: 258
* Global Route met1 Usage: 2.31%
- The number of different library cells used by synthesis comes to 21.
- Die width: 80 um
- Maximum operating frequency: 0.616 GHz
* Filler cell count: 408
- Area of the die: 0.00640 sq mm
- Global routing used 2.26% of the available tracks.
- Per the layout area report, the combinational gate area comes to 171 sq um.
* Area taken by flip-flops and latches: 0 sq um
* Static power due to leakage: 0.179 nW
- The cell type that accounts for the most area after synthesis is sky130_fd_sc_hd__a21oi_1.
* VDD IR-drop max: 0.0000247 V
- CP max stage delay: 0.46 ns
- The share of total power dissipated in the clock network is 0%.
* Area share of the leading cell type in the synthesized netlist: 7.84%
* Remaining number of nets flagged by the antenna check after routing: 0
- According to the timing report, the data required time at the worst endpoint equals 1.36 ns.
- STA classifies the critical path endpoint as a primary output.
- Top cells by area, synth: sky130_fd_sc_hd__a21oi_1 7.8%, sky130_fd_sc_hd__o21ai_0 7.8%, sky130_fd_sc_hd__buf_4 7.8%
- Number of standard cells reported by yosys: 28
* Post-CTS setup buffer count: 0
* Final worst-path cycle share: 95.5%
- In the final report, the number of pins over their slew limit comes to 0.
* Hold-critical path depth: 3
* Power density over the cells: 216 mW/mm^2
- Dpl cells: 92
- First DRT Iteration DRCs: 33
- The final layout report lists a clock buffer count of 0.
- The chip area line in the Yosys stat output reads 191 sq um.
- Number of cell rows: 21
- Arr. time, crit path: 1.28 ns
* Total Neg Setup Slack: 0 ns
* Net Sw Frac: 39.3%
- Die extent in y: 80 um
* Area growth from synthesis to layout: 116%
- Number of flip-flops and latches: 0
* Cell family with the largest share of critical-path delay: buffers and inverters
- Traced cell by cell, the critical path runs through buf_6 > inv_2 > buf_4 > a21oi_2 > a31o_2 > clkdlybuf4s50_1.
* Hold violation total from the final report: 0
-- worst max path at each step --
stage,startpoint,end,depth (start not counted)
after CTS,hex_number[1],seven_seg_display[2],6
after global routing,hex_number[1],seven_seg_display[2],6
final,hex_number[1],seven_seg_display[2],6
-- worst min-delay path, stage by stage --
cell	delay [ns]
sky130_fd_sc_hd__buf_6	0.11
sky130_fd_sc_hd__o32ai_1	0.09
sky130_fd_sc_hd__dlygate4sd2_1	0.24
-- metal layers --
layer | routed length [um] | up-vias
met5 | 0 | -
met4 | 0 | 0
met3 | 47 | 0
met2 | 387 | 4
met1 | 301 | 113
li1 | - | 141
-- synth_stat cells --
library cell,instances
sky130_fd_sc_hd__a31o_2,1
sky130_fd_sc_hd__o32ai_1,1
sky130_fd_sc_hd__nor3_1,1
sky130_fd_sc_hd__o311ai_0,1
sky130_fd_sc_hd__a31oi_1,1
sky130_fd_sc_hd__nand2_1,3
sky130_fd_sc_hd__mux2i_1,1
sky130_fd_sc_hd__maj3_2,1
sky130_fd_sc_hd__buf_4,2
sky130_fd_sc_hd__or3_1,1
sky130_fd_sc_hd__nor3b_2,1
sky130_fd_sc_hd__xnor2_1,1
sky130_fd_sc_hd__a21oi_1,3
sky130_fd_sc_hd__nor2_1,1
sky130_fd_sc_hd__inv_1,1
sky130_fd_sc_hd__nand4b_1,1
sky130_fd_sc_hd__inv_2,1
sky130_fd_sc_hd__and3b_1,1
sky130_fd_sc_hd__a21o_2,1
sky130_fd_sc_hd__buf_6,1
sky130_fd_sc_hd__o21ai_0,3
-- through the flow --
step	hold slack, ns	util, %	instance area (sq um)	power (mW)
after floorplan	0.711	-	191	0.0370
after global placement	1.80	11.9	408	0.0949
after detailed placement	1.79	11.9	408	0.0946
after CTS	1.12	12.1	413	0.0914
after global routing	1.15	12.1	413	0.101
final	1.12	12.1	413	0.0893
-- cell type report --
| class | count | share of cell area (%) |
|---|---|---|
| tap | 46 | 13.9 |
| multi-input combinational | 23 | 41.5 |
| timing repair buffer | 21 | 42.7 |
| inverter | 2 | 1.82 |
-- what timing repair did --
action | in CTS | in global routing
pin swaps | 1 | 1
endpoints found under the setup margin | 7 | 1
gates resized | 36 | 1
hold buffers | 0 | 0
-- cell families (layout without fill, tap and decap cells) --
| family | Yosys count | count (layout) | synth area share [%] |
|---|---|---|---|
| buffers and inverters | 5 | 23 | 17.6 |
| AOI/OAI and AO/OA | 11 | 11 | 37.3 |
| and+or+nand+nor | 9 | 9 | 29.4 |
| adders and majority gates | 1 | 1 | 5.88 |
| muxes | 1 | 1 | 5.23 |
| xor gates and xnor gates | 1 | 1 | 4.58 |
-- power groups by stage --
stage | sequential [mW] | clock, mW | combinational, mW
after CTS | 0 | 0 | 0.0914
after global routing | 0 | 0 | 0.101
final | 0 | 0 | 0.0893
No activity file was given, so power comes from the tool's default toggle rates.
