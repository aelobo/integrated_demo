==> /design/flow/run.sh <==
#!/bin/bash
# OpenROAD 26Q1-2900-gdf79404cd8, Yosys 0.63+post, stock flow scripts
make -C /OpenROAD-flow-scripts/flow DESIGN_CONFIG=/design/flow/config.mk WORK_HOME=/design/flow/orfs finish
==> /design/flow/config.mk <==
export PLATFORM = sky130hd
export DESIGN_NAME = button_fsm
export DESIGN_NICKNAME = button_fsm
export VERILOG_FILES = /design/flow/design.v
export SDC_FILE = /design/flow/constraint.sdc
export NUM_CORES = 4
export LEC_CHECK = 1
export CORE_AREA = 10 10 87 87
export DIE_AREA = 0 0 97 97
==> /design/flow/constraint.sdc <==
current_design button_fsm

set clk_period 2.8
set clk_io_pct 0.2

create_clock -name clk0 -period $clk_period [get_ports {clock}]

set non_clock_inputs [all_inputs -no_clocks]
set_input_delay [expr $clk_period * $clk_io_pct] -clock clk0 $non_clock_inputs
set_output_delay [expr $clk_period * $clk_io_pct] -clock clk0 [all_outputs]
==> /design/flow/design.v <==
`default_nettype none
module Synchronizer #(parameter WIDTH=1) (
    input clock,
    input [WIDTH-1:0] async,
    output reg [WIDTH-1:0] sync
);
    reg [WIDTH-1:0] temp;
    always @(posedge clock) begin
        temp <= async;
        sync <= temp;
    end
endmodule
module button_press_fsm (
    input               i_clock,
    input               reset,
    input               press_in,
    output reg          press_out
);
    reg state;
    parameter STATE_IDLE    = 1'b0;
    parameter STATE_PRESSED = 1'b1;
    always @(posedge i_clock) begin
        if (reset) begin
            state <= STATE_IDLE;
            press_out <= 1'b0;
        end
        else 
            case (state)
                STATE_IDLE: begin
                    if (press_in) begin
                        state <= STATE_PRESSED;
                        press_out <= 1'b0;
                    end
                    else begin
                        state <= STATE_IDLE;
                        press_out <= 1'b0;
                    end
                end
                STATE_PRESSED: begin
                    if (press_in) begin
                        state <= STATE_PRESSED;
                        press_out <= 1'b1;
                    end
                    else begin
                        state <= STATE_IDLE;
                        press_out <= 1'b0;
                    end
                end
                default: begin
                    state <= STATE_IDLE;
                    press_out <= 1'b0;
                end
            endcase
    end
endmodule
module depressed_fsm (
    input               i_clock,
    input               reset,
    input       [7:0]   press_in,
    output reg  [7:0]   press_out
);
    reg state;
    parameter STATE_IDLE    = 1'b0;
    parameter STATE_PRESSED = 1'b1;
    always @(posedge i_clock) begin
        if (reset) begin
            state <= STATE_IDLE;
            press_out <= 8'b0;
        end
        else 
            case (state)
                STATE_IDLE: begin
                    if (press_in[7:0] != 8'b0) begin
                        state <= STATE_PRESSED;
                        press_out <= press_in[7:0];
                    end
                    else begin
                        state <= STATE_IDLE;
                        press_out <= press_out[7:0];
                    end
                end
                STATE_PRESSED: begin
                    if (press_in[7:0] != 8'b0) begin
                        state <= STATE_PRESSED;
                        press_out <= press_out[7:0];
                    end
                    else begin
                        state <= STATE_IDLE;
                        press_out <= press_out[7:0];
                    end
                end
                default: begin
                    state <= STATE_IDLE;
                    press_out <= 8'b0;
                end
            endcase
    end
endmodule
module increment_fsm (
    input               clock,
    input               reset,
    input               turned,
    output reg          increment
);
    reg [2:0] state;
    parameter STATE_IDLE    = 3'd0;
    parameter STATE_1 = 3'd1;
    parameter STATE_2 = 3'd2;
    parameter STATE_3 = 3'd3;
    parameter STATE_4 = 3'd4;
    always @(posedge clock) begin
        if (reset) begin
            state <= STATE_IDLE;
            increment <= 1'b0;
        end
        else begin
            case(state)
                STATE_IDLE: begin
                    state <= (turned) ? STATE_1 : STATE_IDLE;
                    increment <= 1'b0;
                end
                STATE_1: begin
                    state <= STATE_2;
                    increment <= 1'b0;
                end
                STATE_2: begin
                    state <= STATE_3;
                    increment <= 1'b0;
                end
                STATE_3: begin
                    state <= STATE_4;
                    increment <= 1'b0;
                end
                STATE_4: begin
                    state <= STATE_IDLE;
                    increment <= 1'b1;
                end
            endcase
        end
    end
endmodule
module simple_fsm(
    input               clock,
    input               reset,
    input               button_sync,
    output reg          rotor_enable
);
    reg [1:0] state;
    parameter STATE_IDLE    = 3'd0;
    parameter STATE_HELD = 3'd1;
    parameter STATE_RELEASED = 3'd2;
    always @(posedge clock) begin
        if (reset) begin
            state <= STATE_IDLE;
            rotor_enable <= 1'b0;
        end
        else 
            case (state)
                STATE_IDLE: begin
                    if (button_sync) begin
                        state <= STATE_HELD;
                        rotor_enable <= 1'b0;
                    end
                    else begin
                        state <= STATE_IDLE;
                        rotor_enable <= 1'b0;
                    end
                end
                STATE_HELD: begin
                    if (!button_sync) begin
                        state <= STATE_RELEASED;
                        rotor_enable <= 1'b0;
                    end
                    else begin
                        state <= STATE_HELD;
                        rotor_enable <= 1'b1;
                    end
                end
                STATE_RELEASED: begin
                    state <= STATE_IDLE;
                    rotor_enable <= 1'b0;
                end
                default: begin
                    state <= STATE_IDLE;
                    rotor_enable <= 1'b0;
                end
            endcase
    end
endmodule
module button_fsm(
    input               clock,
    input               reset,
    input       [7:0]   button_sync,
    output reg  [7:0]   rotor_sel
);
    reg [3:0] state;
parameter STATE_0    = 3'd0;
parameter STATE_1    = 3'd1;
parameter STATE_2    = 3'd2;
parameter STATE_3    = 3'd3;
parameter STATE_4    = 3'd4;
parameter STATE_5    = 3'd5;
parameter STATE_6    = 3'd6;
parameter STATE_7    = 3'd7;
parameter STATE_IDLE = 3'd8;
    always @(posedge clock) begin
        if (reset) begin
            state <= STATE_IDLE;
            rotor_sel <= 8'b0;
        end else begin
            case (state)
                STATE_IDLE: begin
                    rotor_sel <= 8'b0;  
                    case (button_sync)
                        8'b0000_0001: begin rotor_sel[0] <= 1'b1; state <= STATE_0; end
                        8'b0000_0010: begin rotor_sel[1] <= 1'b1; state <= STATE_1; end
                        8'b0000_0100: begin rotor_sel[2] <= 1'b1; state <= STATE_2; end
                        8'b0000_1000: begin rotor_sel[3] <= 1'b1; state <= STATE_3; end
                        8'b0001_0000: begin rotor_sel[4] <= 1'b1; state <= STATE_4; end
                        8'b0010_0000: begin rotor_sel[5] <= 1'b1; state <= STATE_5; end
                        8'b0100_0000: begin rotor_sel[6] <= 1'b1; state <= STATE_6; end
                        8'b1000_0000: begin rotor_sel[7] <= 1'b1; state <= STATE_7; end
                        default: begin rotor_sel <= 8'b0; state <= STATE_IDLE; end
                    endcase
                end
                STATE_0, STATE_1, STATE_2, STATE_3, STATE_4, STATE_5, STATE_6, STATE_7: begin
                    if (button_sync == (8'b1 << state)) begin
                        rotor_sel <= 8'b0;
                        state <= STATE_IDLE;
                    end else if (button_sync != 8'b0) begin
                        rotor_sel <= 8'b0;
                        case (button_sync)
                            8'b0000_0001: begin rotor_sel[0] <= 1'b1; state <= STATE_0; end
                            8'b0000_0010: begin rotor_sel[1] <= 1'b1; state <= STATE_1; end
                            8'b0000_0100: begin rotor_sel[2] <= 1'b1; state <= STATE_2; end
                            8'b0000_1000: begin rotor_sel[3] <= 1'b1; state <= STATE_3; end
                            8'b0001_0000: begin rotor_sel[4] <= 1'b1; state <= STATE_4; end
                            8'b0010_0000: begin rotor_sel[5] <= 1'b1; state <= STATE_5; end
                            8'b0100_0000: begin rotor_sel[6] <= 1'b1; state <= STATE_6; end
                            8'b1000_0000: begin rotor_sel[7] <= 1'b1; state <= STATE_7; end
                            default: begin rotor_sel <= 8'b0; state <= STATE_IDLE; end
                        endcase
                    end
                end
            endcase
        end
    end
endmodule
module max_c7_inputs (
    input       [7:0]   button_sync,
    input       [7:0]   max_in,
    output reg  [7:0]   max_out   
);
    always @* begin
		case (button_sync[7:0])
			8'b0_0_0_0_0_0_0_1: max_out = 8'h30;
			8'b0_0_0_0_0_0_1_0: max_out = 8'h30;
			8'b0_0_0_0_0_1_0_0: max_out = 8'h30;
			8'b0_0_0_0_1_0_0_0: max_out = 8'h30;
			8'b0_0_0_1_0_0_0_0: max_out = 8'h30;
			8'b0_0_1_0_0_0_0_0: max_out = 8'h30;
            8'b0_1_0_0_0_0_0_0: max_out = 8'h30;
			8'b1_0_0_0_0_0_0_0: max_out = max_in;
			default: 			max_out = max_in;
		endcase
	end
endmodule
module max_c6_inputs (
    input       [7:0]   button_sync,
    input       [7:0]   max_in,
    output reg  [3:0]   max_out   
);
    always @* begin
		case (button_sync[7:0])
			8'b0_0_0_0_0_0_0_1: max_out = 8'h9;
			8'b0_0_0_0_0_0_1_0: max_out = 8'h9;
			8'b0_0_0_0_0_1_0_0: max_out = 8'h9;
			8'b0_0_0_0_1_0_0_0: max_out = 8'h9;
			8'b0_0_0_1_0_0_0_0: max_out = 8'h9;
			8'b0_0_1_0_0_0_0_0: max_out = 8'h9;
			8'b0_1_0_0_0_0_0_0: max_out = max_in;
            8'b1_0_0_0_0_0_0_0: max_out = 8'h9;
			default: 			max_out = max_in;
		endcase
	end
endmodule
module max_c5_inputs (
    input       [7:0]   button_sync,
    input       [7:0]   max_in,
    output reg  [7:0]   max_out   
);
    always @* begin
		case (button_sync[7:0])
			8'b0_0_0_0_0_0_0_1: max_out = 8'h30;
			8'b0_0_0_0_0_0_1_0: max_out = 8'h30;
			8'b0_0_0_0_0_1_0_0: max_out = 8'h30;
			8'b0_0_0_0_1_0_0_0: max_out = 8'h30;
			8'b0_0_0_1_0_0_0_0: max_out = 8'h30;
			8'b0_0_1_0_0_0_0_0: max_out = max_in;
			8'b0_1_0_0_0_0_0_0: max_out = 8'h30;
            8'b1_0_0_0_0_0_0_0: max_out = 8'h30;
			default: 			max_out = max_in;
		endcase
	end
endmodule
module max_c4_inputs (
    input       [7:0]   button_sync,
    input       [7:0]   max_in,
    output reg  [7:0]   max_out   
);
    always @* begin
		case (button_sync[7:0])
			8'b0_0_0_0_0_0_0_1: max_out = 8'h30;
			8'b0_0_0_0_0_0_1_0: max_out = 8'h30;
			8'b0_0_0_0_0_1_0_0: max_out = 8'h30;
			8'b0_0_0_0_1_0_0_0: max_out = 8'h30;
			8'b0_0_0_1_0_0_0_0: max_out = max_in;
			8'b0_0_1_0_0_0_0_0: max_out = 8'h30;
			8'b0_1_0_0_0_0_0_0: max_out = 8'h30;
            8'b1_0_0_0_0_0_0_0: max_out = 8'h30;
			default: 			max_out = max_in;
		endcase
	end
endmodule
module max_c3_inputs (
    input       [7:0]   button_sync,
    input       [7:0]   max_in,
    output reg  [3:0]   max_out   
);
    always @* begin
		case (button_sync[7:0])
			8'b0_0_0_0_0_0_0_1: max_out = 8'h9;
			8'b0_0_0_0_0_0_1_0: max_out = 8'h9;
			8'b0_0_0_0_0_1_0_0: max_out = 8'h9;
			8'b0_0_0_0_1_0_0_0: max_out = max_in;
			8'b0_0_0_1_0_0_0_0: max_out = 8'h9;
			8'b0_0_1_0_0_0_0_0: max_out = 8'h9;
			8'b0_1_0_0_0_0_0_0: max_out = 8'h9;
            8'b1_0_0_0_0_0_0_0: max_out = 8'h9;
			default: 			max_out = max_in;
		endcase
	end
endmodule
module max_c2_inputs (
    input       [7:0]   button_sync,
    input       [7:0]   max_in,
    output reg  [7:0]   max_out   
);
    always @* begin
		case (button_sync[7:0])
			8'b0_0_0_0_0_0_0_1: max_out = 8'h30;
			8'b0_0_0_0_0_0_1_0: max_out = 8'h30;
			8'b0_0_0_0_0_1_0_0: max_out = max_in;
			8'b0_0_0_0_1_0_0_0: max_out = 8'h30;
			8'b0_0_0_1_0_0_0_0: max_out = 8'h30;
			8'b0_0_1_0_0_0_0_0: max_out = 8'h30;
			8'b0_1_0_0_0_0_0_0: max_out = 8'h30;
            8'b1_0_0_0_0_0_0_0: max_out = 8'h30;
			default: 			max_out = max_in;
		endcase
	end
endmodule
module max_c1_inputs (
    input       [7:0]   button_sync,
    input       [7:0]   max_in,
    output reg  [7:0]   max_out   
);
    always @* begin
		case (button_sync[7:0])
			8'b0_0_0_0_0_0_0_1: max_out = 8'h30;
			8'b0_0_0_0_0_0_1_0: max_out = max_in;
			8'b0_0_0_0_0_1_0_0: max_out = 8'h30;
			8'b0_0_0_0_1_0_0_0: max_out = 8'h30;
			8'b0_0_0_1_0_0_0_0: max_out = 8'h30;
			8'b0_0_1_0_0_0_0_0: max_out = 8'h30;
			8'b0_1_0_0_0_0_0_0: max_out = 8'h30;
            8'b1_0_0_0_0_0_0_0: max_out = 8'h30;
			default: 			max_out = max_in;
		endcase
	end
endmodule
module max_c0_inputs (
    input       [7:0]   button_sync,
    input       [7:0]   max_in,
    output reg  [3:0]   max_out   
);
    always @* begin
		case (button_sync[7:0])
			8'b0_0_0_0_0_0_0_1: max_out = max_in;
			8'b0_0_0_0_0_0_1_0: max_out = 8'h9;
			8'b0_0_0_0_0_1_0_0: max_out = 8'h9;
			8'b0_0_0_0_1_0_0_0: max_out = 8'h9;
			8'b0_0_0_1_0_0_0_0: max_out = 8'h9;
			8'b0_0_1_0_0_0_0_0: max_out = 8'h9;
			8'b0_1_0_0_0_0_0_0: max_out = 8'h9;
            8'b1_0_0_0_0_0_0_0: max_out = 8'h9;
			default: 			max_out = max_in;
		endcase
	end
endmodule
==> flow_summary.json <==
{
  "synth-main-ff-cell": "dfxtp_1",
  "whs_ns": 0.449,
  "hold_viol": 0,
  "slew-limit-headroom_pct": 67.4,
  "worst-path-max-fanout": 10,
  "status": "finished clean",
  "cts_setup_buffers": 0,
  "clkTransAtPathRegs_ns": 0.07,
  "io_pins": 18,
  "syn_to_final_growth_pct": 25.9,
  "wl_um": 2930,
  "hold_buffers": 0,
  "cts_buffers": 3,
  "netlist_area_sq_um": 1200,
  "chipWidth_um": 97,
  "r2r_setup_slack_ns": 0.76,
  "required_ns": 2.94,
  "drtIter0Drc": 118,
  "yosysMostFrequentCell": "nand2_1",
  "rows": 27,
  "hp-class": "reg2reg",
  "dr.pass1.iters": 4,
  "final_antenna_net_count": 0,
  "finClkSkew_ns": 0.00406,
  "synth_cell_types": 49,
  "vias_per_cell": 4.84,
  "ys_cells": 141,
  "vias": 1124,
  "yosys.area.top_type": "dfxtp_1",
  "period_minus_slack_ns": 2.29,
  "clock-sinks": 19,
  "synth-edff-count": 0,
  "clk_latency_ns": 0.25,
  "cts_resized": 0,
  "grt_pass1_wl_um": 4750,
  "htreeDepth": 1,
  "seqPwrFrac_pct": 51.9,
  "cp_slowest_cell": "clkdlybuf4s50_1",
  "critPathBufInv": 1,
  "min_delay_path_depth": 2,
  "crit_chain": "clkdlybuf4s50_1 -> nand2_1 -> mux2_4 -> o2bb2ai_4 -> nand4_4 -> a22o_1 -> a32o_1",
  "grt_start_max_net_pins": 13,
  "crit_path_end_kind": "flop",
  "power.static_leakage_nw": 0.504,
  "fmax_mhz": 437,
  "gp_congestion": 0.850,
  "yosys_warnings": 2,
  "first_global_vias": 942,
  "core_sq_um": 5640,
  "ys_async_sr_fraction_pct": 0,
  "antenna_found_initial": 0,
  "diodes": 0,
  "overflow": 0,
  "top_cells_by_count": "nand2_1, dfxtp_1, nor2_1, nand3_1, o21ai_1",
  "final_area_sq_um": 1510,
  "warnings": 25,
  "port_buffers": 17,
  "path_delay_family": "buffers and inverters",
  "combPwrFrac_pct": 13.1,
  "cts_tree": "done",
  "startpoint_type": "input pin",
  "synthCells": 141,
  "drv_slew": 0,
  "wl_per_cell_um": 12.6,
  "worstReg2RegEnd": "rotor_sel[4]",
  "netSwitchingFraction_pct": 23.8,
  "drv_cap": 0,
  "synth_top_area_share_pct": 31.8,
  "p_switching_w": 0.000125,
  "vdd_drop_max_mv": 0.217,
  "synth-seq-cells": 19,
  "crit_type": "in2reg",
  "min_from": "rotor_sel[5]",
  "cp_slowest_stage_delay_ns": 0.67,
  "drive_gt1_share_pct": 15.6,
  "fillers": 594,
  "topCellsByArea": "dfxtp_1, nand2_1, o31ai_1, nand3_1, o21ai_1",
  "rsz0062_at_grt": "false",
  "crit_arrival_ns": 2.43,
  "clockBufferDepth": 2,
  "setup_viol": 0,
  "place_hpwl_um": 2350,
  "synth_area_per_cell_sq_um": 8.48,
  "grt_use_total_pct": 5.80,
  "die_h_um": 97,
  "fin_crit_sh_pct": 81.8,
  "ys_seq_share_pct": 31.8,
  "fp_util_pct": 21.2,
  "placed_area_sq_um": 1460,
  "cellPowerDensity_nw_per_um2": 348,
  "r2r_cells": 6,
  "route.detailed.drc": 0,
  "clkPwrFrac_pct": 34.9,
  "cts-root-buf": "clkbuf_8",
  "setup_tns_ns": 0,
  "seq_area_sq_um": 380,
  "die_area_sq_um": 9410,
  "ys_area_sq_um": 1200,
  "min_delay_worst_endpoint": "rotor_sel[5]",
  "p_int_w": 0.000400,
  "tightest_slew_ns": 0.488,
  "comb_area_sq_um": 759
}
## area by class of cell
cell class	count	area share (%)
Tap cell	72	5.98
Sequential cell	19	25.2
Inverter	2	0.498
Clock buffer	3	2.74
Timing Repair Buffer	24	14.8
Clock inverter	1	0.332
Multi-Input combinational cell	111	50.4
## power groups by stage
stage	clock network (W)	logic, W	registers [W]
after CTS	0.000189	0.0000689	0.000272
after global routing	0.000203	0.0000756	0.000272
final	0.000183	0.0000688	0.000272
## worst min-delay path: stages, from the launching register on
cell and delay (ns):
dfxtp_1 0.31, nand2_1 0.05, o21ai_1 0.05
## layout by cell type, fill, tap and decap left out, types with 2 or more instances in the layout
master	netlist	final
nand3_1	8	8
inv_1	2	2
o31ai_1	6	6
mux2_4	2	2
buf_4	0	7
nor2_2	2	2
nand4b_1	2	2
and3_1	3	3
o21ai_0	6	6
dfxtp_1	19	19
o21ai_1	7	7
nor4b_1	3	3
nor4_1	3	3
nor2_1	9	9
clkbuf_8	0	3
a22o_1	2	2
nand2_1	23	23
xor2_1	2	2
a21oi_1	3	3
nor2b_1	2	2
o41ai_1	2	2
clkdlybuf4s50_1	0	17
## cell families after synthesis
| group | share of synthesized area (%) |
|---|---|
| simple gates | 34.9 |
| compound gates | 23.6 |
| flops | 31.8 |
| buf+inv | 4.71 |
| mux | 3.45 |
| xor+xnor | 1.46 |
## worst max-delay path by stage
stage | cells after the start | end | startpoint | slack, ns
5_1_grt | 7 | rotor_sel[0] | button_sync[6] | 0.38
4_1_cts | 7 | rotor_sel[4] | button_sync[6] | 0.52
6_report | 7 | rotor_sel[4] | button_sync[6] | 0.51
## per-stage QoR
stage / util (%) / cells / total power (W) / setup slack, ns
3_5_place_dp: 25.9 / 228 / 0.000347 / 0.259
2_1_floorplan: - / 141 / 0.000319 / 0.847
4_1_cts: 26.7 / 232 / 0.000530 / 0.524
6_report: 26.7 / 232 / 0.000524 / 0.510
5_1_grt: 26.7 / 232 / 0.000551 / 0.381
3_3_place_gp: 25.9 / 228 / 0.000347 / 0.259
## per-layer routing
| metal | up-vias | share of wire, % | track usage, % |
|---|---|---|---|
| met1 | 522 | 48 | 8.22 |
| met3 | 0 | 8.4 | 2.01 |
| met4 | 0 | 0 | 0.113 |
| met2 | 34 | 44 | 8.74 |
| li1 | 568 | - | - |
| met5 | - | 0 | 0 |
Power figures rest on the tool's default switching activity, not on a simulated workload.
